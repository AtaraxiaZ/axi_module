$ cat flow/config.mk
export PLATFORM = sky130hd
export DESIGN_NAME = axi_module_all
export DESIGN_NICKNAME = axi_module_all
export VERILOG_FILES = /design/flow/design.v
export SDC_FILE = /design/flow/constraint.sdc
export NUM_CORES = 4
export LEC_CHECK = 1
export CORE_AREA = 10 10 104 104
export DIE_AREA = 0 0 114 114
$ cat flow/constraint.sdc
current_design axi_module_all

set clk_period 2.0
set clk_io_pct 0.2

create_clock -name clk0 -period $clk_period [get_ports {aclk_i}]

set non_clock_inputs [all_inputs -no_clocks]
set_input_delay [expr $clk_period * $clk_io_pct] -clock clk0 $non_clock_inputs
set_output_delay [expr $clk_period * $clk_io_pct] -clock clk0 [all_outputs]
$ cat flow/design.v
`timescale  1ns/1ps
module axi_module_all #(
    parameter DWIDTH = 8
)
(
    input                   aclk_i,
    input                   areset_i,
    input                   ready_i,
    output                  valid_o,
    output [DWIDTH-1:0]     data_o,
    output                  ready_o,
    input                   valid_i,
    input  [DWIDTH-1:0]     data_i   
);
reg [DWIDTH-1:0]    expansion_data_reg;
reg                 expansion_valid_reg;
reg                 ready_i_reg;
reg [DWIDTH-1:0]    data_reg;
reg                 valid_reg;
reg [DWIDTH-1:0]    data_i_reg;
reg                 valid_i_reg;
assign  ready_o = ~expansion_valid_reg;
assign  data_o  = expansion_valid_reg ? expansion_data_reg : data_reg;
assign  valid_o = expansion_valid_reg | valid_reg;
always @(posedge aclk_i) begin
    if(ready_o) begin
        data_i_reg  <= data_i + 1'b1;
        valid_i_reg <= valid_i;
    end
    else begin
        data_i_reg  <= data_i_reg;
        valid_i_reg <= valid_i_reg;
    end
end
always @(posedge aclk_i) begin
    if(areset_i) begin
        data_reg            <= 'd0;
        valid_reg           <= 'd0;
        expansion_data_reg  <= 'd0;
        expansion_valid_reg <= 'd0;
    end
    else begin
        if(ready_o) begin
            data_reg    <= data_i_reg + 1'b1;
            valid_reg   <= valid_i_reg;
            if(~ready_i) begin
                expansion_data_reg  <= data_reg;
                expansion_valid_reg <= valid_reg;
            end
        end
        if(ready_i)
            expansion_valid_reg <= 'd0;
    end
end
endmodule
$ cat flow/run.sh
#!/bin/bash
# OpenROAD 26Q1-2900-gdf79404cd8, Yosys 0.63+post, stock flow scripts
make -C /OpenROAD-flow-scripts/flow DESIGN_CONFIG=/design/flow/config.mk WORK_HOME=/design/flow/orfs finish
==> summary.txt <==
Observations from the implementation run.

Outcome:
- The run finished with clean final reports.

Final layout:
- The run puts the final design area excluding fillers at 1670 um^2.
- The run puts the proportion of layout cells with a drive suffix above 1 at 15.4%.
- The run gives the final core utilization as around a fifth.
- The run puts the final instance count without filler cells at 257.
- The run gives the area added between synthesis and finish as 38.0%.

Timing:
- The run gives the worst hold slack after final layout as 460 ps.
- The run puts the final setup slack of the worst path at 68.1 ps.
- The run puts the post-route clock period utilization at 96.6%.
- The run gives the clock period minus worst slack as 1930 ps.
- Setup repair after global routing left no endpoint under its margin.
- For the final routed database, the setup TNS stands at 0 ps.
- Pins over their slew limit in the final report were tallied at 0.
- The final hold violation count recorded for this run is 0.
- The transition time recorded at the tightest slew-check pin is just under 500 ps.
- The flow reports an fmax of 518 MHz.
- For the final database, setup skew stands at 8.14 ps.
- The run puts the number of setup violations in the final report at 0.
- The run puts the worst slew margin relative to its limit at 67.8%.

Pwr:
- The clock network accounts for 26.8% of the total power.
- The design draws 1.13 mW.
- Power spread over the standard cell area amounts to 676 nW/um^2.
- The run gives the net switching power as 0.264 mW.
- Across the VDD grid, the largest voltage drop is around 0.27 mV.
- The run puts the leakage power at 0.593 nW.
- The run puts the sequential cell fraction of total power at 56.9%.
- The power report lists cell-internal power as 0.866 mW.
- Combinational cells account for 16.3% of the total power.
- Of the total power, the share spent switching nets is 23.3%.

GRT:
- The run gives the maximum number of pins on one net before global-route repair as 20.
- The run gives the global-route congestion overflow total as 0.
- The run puts the total track usage at under 10%.
- The via count of the first global-routing pass came to 870.
- The run gives the global-route wire length before repair as 4140 um.
- The run puts the number of antenna violations at the first check in global routing at 0.

Critical path:
- The worst setup path is captured at a primary output.
- The run gives the critical path class as flop to primary output.
- Looking at the critical path, the highest net fanout was 13.
- The worst setup path is launched from a flop.
- The required time at the worst endpoint is listed as 1600 ps.
- The run puts the worst endpoint data arrival time at 1530 ps.

Hold path:
- Note that the worst hold path type here is flop to flop.

Detailed routing:
- The run puts the final antenna-violating net count at 0.
- Dividing the detail-routed wire length by the instance count gives roughly 9.8 um.
- The final route contains about 920 vias.
- The run puts the routed wire length at 2530 um.
- The run gives the number of iterations in the first detailed-routing pass as 4.
- Antenna repair during routing inserted a diode count of 0.
- The run gives the number of remaining DRC errors as 0.
- The run gives the routed via count divided by cell count as between 3 and 4.
- The run gives the first-iteration detailed-routing DRC count as 59.

Synthesis:
- The run gives the count of distinct cell types in the synthesized netlist as 28.
- The run gives the instance tally after logic synthesis as 123.
- The run gives the sequential share of the synthesized area as 52.1%.
- Warnings reported by Yosys during synthesis add up to 1.
- In this run, synthesis produced a sequential element count of 27.
- The area recorded from the Yosys report for this design is 1210 um^2.
- The synthesized design spends more area on one cell type than any other, namely sky130_fd_sc_hd__dfxtp_1.
- Each instance of the synthesized netlist takes up on average 9.85 um^2.
- Ranked by total cell area, the synthesized netlist is headed by sky130_fd_sc_hd__dfxtp_1 (30%), sky130_fd_sc_hd__edfxtp_1 (22%), sky130_fd_sc_hd__mux2_2 (6.5%).
- The run puts the total standard cell area after synthesis at between 1000 and 1500 um^2.
- Yosys reports that the leading cell type by area covers 29.8% of the netlist area.
- The run puts the number of cells in the yosys synthesis report at 123.

Clock tree:
- On the reported timing paths, the clock transition at the registers reads 90 ps.
- The run gives the number of sinks handled by clock tree synthesis as 27.
- Per the CTS log, the maximum H-tree level is 1.
- The run gives the clock latency on the worst-skew pair as 270 ps.
- TritonCTS created 3 clock buffers.
- TritonCTS built the clock tree.
- Clock tree synthesis selected as its root buffer the cell sky130_fd_sc_hd__clkbuf_8.
- The run puts the buffer levels on the longest clock path at 2.

Place:
- The run gives the half-perimeter wire length after placement as 1870 um.
- The count of buffers added on input and output ports is 21.
- The run puts the setup slack after placement at 205 ps.
- The run puts the post-placement cell count at 250.
- The congestion estimate from routability-driven global placement came to around 0.75.
- The run gives the post-placement cell area as approximately 1600 um^2.

Floorplan:
- The horizontal die dimension reported for this design is between 100 and 150 um.
- At the floorplan stage, the core utilization is reported as 14.0%.
- The floorplan has 34 rows.
- The run gives the number of top-level pins as 22.
- The run puts the chip footprint at approximately 13000 um^2.
- The run gives the core outline area as 8680 um^2.
- The die is about 110 um tall.

Flow run:
- The run puts the tally of OpenROAD warnings at 25.
- The run gives the max-capacitance violation count as 0.
-- logic make-up (layout without fill, tap and decap cells) --
| family | Yosys count | after routing | synth area share, % |
|---|---|---|---|
| compound gates | 29 | 29 | 13.4 |
| fa+ha+maj | 2 | 2 | 2.07 |
| flops | 27 | 27 | 52.1 |
| buf+inv | 10 | 36 | 3.41 |
| xor+xnor | 8 | 8 | 5.78 |
| mux | 9 | 9 | 8.16 |
| simple gates | 38 | 38 | 15.1 |
-- placed cells by master, fill, tap and decap left out --
cell type                          n
sky130_fd_sc_hd__clkdlybuf4s50_1  21
sky130_fd_sc_hd__dfxtp_1          17
sky130_fd_sc_hd__nand2_1          15
sky130_fd_sc_hd__o21ai_0          12
sky130_fd_sc_hd__a21oi_1          10
sky130_fd_sc_hd__edfxtp_1          9
sky130_fd_sc_hd__nor2_1            8
sky130_fd_sc_hd__mux2_2            7
sky130_fd_sc_hd__buf_4             6
sky130_fd_sc_hd__xnor2_1           4
sky130_fd_sc_hd__nand3_1           4
sky130_fd_sc_hd__xor2_1            4
sky130_fd_sc_hd__inv_1             3
sky130_fd_sc_hd__or3_1             3
sky130_fd_sc_hd__clkbuf_8          3
sky130_fd_sc_hd__nand4_1           2
sky130_fd_sc_hd__or2_2             2
sky130_fd_sc_hd__a31oi_1           2
sky130_fd_sc_hd__mux2i_1           2
sky130_fd_sc_hd__a311oi_1          2
sky130_fd_sc_hd__ha_1              2
sky130_fd_sc_hd__and4_1            1
sky130_fd_sc_hd__and3_1            1
sky130_fd_sc_hd__nor3b_1           1
sky130_fd_sc_hd__nand3_2           1
sky130_fd_sc_hd__o21bai_1          1
sky130_fd_sc_hd__a21o_1            1
sky130_fd_sc_hd__a211oi_1          1
sky130_fd_sc_hd__clkinv_2          1
sky130_fd_sc_hd__bufbuf_16         1
sky130_fd_sc_hd__dfxtp_2           1
sky130_fd_sc_hd__buf_12            1
-- repair_timing --
item	4_1_cts	5_1_grt
setup buffers	0	2
resized	1	0
hold buffers	0	0
endpoints found under the setup margin	6	6
cloned	1	0
-- layout make-up --
class                      instances  area [um^2]
inverter                           3         11.3
timing repair buffer              29          308
tap                              108          135
multi-input combinational         86          539
sequential                        27          632
clock buffer                       3         41.3
fill                             972         7010
clock inverter                     1         5.00
-- path summary, 6_finish.rpt --
| path | cells after the start | end | slack (ps) | start |
|---|---|---|---|---|
| max | 3 | data_o[3] | 70 | expansion_valid_reg |
| min | 2 | expansion_data_reg[6] | 460 | data_reg[6] |
| max reg2reg | 3 | data_reg[5] | 750 | data_i_reg[2] |
| min reg2reg | 2 | expansion_data_reg[6] | 460 | data_reg[6] |
-- worst max-delay path, stage by stage, from the launching register on --
cell and delay (ps):
sky130_fd_sc_hd__dfxtp_2 360, sky130_fd_sc_hd__buf_12 140, sky130_fd_sc_hd__mux2_2 340, sky130_fd_sc_hd__clkdlybuf4s50_1 430
-- routing by layer --
| layer | wire length [um] | part of all wire [%] | GRT usage, % | vias to the layer above |
|---|---|---|---|---|
| met3 | 94 | 3.7 | 1.17 | 2 |
| met2 | 1080 | 43 | 5.88 | 21 |
| met1 | 1340 | 53 | 5.51 | 407 |
| li1 | - | - | - | 487 |
| met4 | 14 | 0.55 | 0.251 | 0 |
| met5 | 0 | 0 | 0 | - |
-- power by group through the flow --
stage     clock (mW)  sequential [mW]  combinational [mW]
4_1_cts        0.314            0.643               0.188
5_1_grt        0.337            0.650               0.206
6_report       0.303            0.643               0.184
-- Yosys cell counts --
cell type                   n
sky130_fd_sc_hd__o21bai_1   1
sky130_fd_sc_hd__inv_1      3
sky130_fd_sc_hd__a31oi_1    2
sky130_fd_sc_hd__or3_1      3
sky130_fd_sc_hd__buf_1      1
sky130_fd_sc_hd__xor2_1     4
sky130_fd_sc_hd__buf_2      3
sky130_fd_sc_hd__a21o_1     1
sky130_fd_sc_hd__a311oi_1   2
sky130_fd_sc_hd__nand3_1    4
sky130_fd_sc_hd__nand4_1    2
sky130_fd_sc_hd__nand3_2    1
sky130_fd_sc_hd__mux2i_1    2
sky130_fd_sc_hd__ha_1       2
sky130_fd_sc_hd__nor2_1     8
sky130_fd_sc_hd__xnor2_1    4
sky130_fd_sc_hd__o21ai_0   12
sky130_fd_sc_hd__edfxtp_1   9
sky130_fd_sc_hd__mux2_2     7
sky130_fd_sc_hd__nand2_1   15
sky130_fd_sc_hd__or2_2      2
sky130_fd_sc_hd__and3_1     1
sky130_fd_sc_hd__clkbuf_1   3
sky130_fd_sc_hd__a21oi_1   10
sky130_fd_sc_hd__dfxtp_1   18
sky130_fd_sc_hd__and4_1     1
sky130_fd_sc_hd__a211oi_1   1
sky130_fd_sc_hd__nor3b_1    1
Power and IR drop assume default switching activity.
