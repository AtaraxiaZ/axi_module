[design/flow/design.v]
`timescale  1ns/1ps
module axi_module_valid #(
    parameter DWIDTH = 8
)
(
    input                   aclk_i,
    input                   areset_i,
    input                   ready_i,
    output reg              valid_o,
    output reg [DWIDTH-1:0] data_o,
    output                  ready_o,
    input                   valid_i,
    input  [DWIDTH-1:0]     data_i   
);
reg                 valid_i_reg;
reg [DWIDTH-1:0]    data_reg;
assign ready_o = ~valid_o | ready_i;
always @(posedge aclk_i) begin
    data_reg    <= data_i + 1'b1;
    valid_i_reg <= valid_i;
end
always @(posedge aclk_i) begin
    if(areset_i) begin
        valid_o <= 'd0;
        data_o  <= 'd0;
    end
    else begin
        valid_o <= valid_i_reg;
        data_o  <= data_reg + 1'b1;
    end
end
endmodule
[design/flow/run.sh]
#!/bin/bash
# OpenROAD 26Q1-2900-gdf79404cd8, Yosys 0.63+post, stock flow scripts
make -C /OpenROAD-flow-scripts/flow DESIGN_CONFIG=/design/flow/config.mk WORK_HOME=/design/flow/orfs finish
[design/flow/constraint.sdc]
current_design axi_module_valid

set clk_period 1.4
set clk_io_pct 0.2

create_clock -name clk0 -period $clk_period [get_ports {aclk_i}]

set non_clock_inputs [all_inputs -no_clocks]
set_input_delay [expr $clk_period * $clk_io_pct] -clock clk0 $non_clock_inputs
set_output_delay [expr $clk_period * $clk_io_pct] -clock clk0 [all_outputs]
[design/flow/config.mk]
export PLATFORM = sky130hd
export DESIGN_NAME = axi_module_valid
export DESIGN_NICKNAME = axi_module_valid
export VERILOG_FILES = /design/flow/design.v
export SDC_FILE = /design/flow/constraint.sdc
export NUM_CORES = 4
export LEC_CHECK = 1
export CORE_AREA = 10 10 76 76
export DIE_AREA = 0 0 86 86
==> changes_impl.md <==
### Physical design

* Status: finished clean
* Clk root buf: clkbuf_8
* Leak at between 0.3 and 0.4 nW
* FFs w/ async S/R, synth at 0
* DP HPWL at around 1100 µm
* Overall routing resource usage at 0.0316
* Min Clock Period, post-route at 1310 ps
* Gpl congestion at 0.805
* Post-synth seq share at 0.574
* Worst path cell trace: clkdlybuf4s50_1
* CTS clk-pin slew, worst paths at roughly 60 ps
* Tightest Hold Check Type: reg2reg
* Largest net degree at the start of global routing at 11
* Syn Area/Cell at between 10 and 15 µm²
* Finished Cell Area at 996 µm²
* Routed vias at 464
* CP delay by family, top: buffers and inverters
* Critical path required time at 1120 ps
* Fin. max-slew vios at 0
* Non-filler instance count after layout at 141
* Dominant Register Cell: dfxtp_1
* # rows at 23
* Critical Path AT at 1030 ps
* Max Clk Rate at approximately 0.76 GHz
* DP Cell Count at around 140
* Peak fanout along the critical path at 2
* ANT nets after route at 0
* Crit path capture type: output pin
* Worst path bufs/invs at 1
* Clk_skew at 1.18 ps
* Die Height at 86 µm
* Crit Path Class: reg2out
* Area growth syn-to-layout at 58.6%
* Vias in the first global route at 453
* Final setup margin at 91.4 ps
* Clock buffer depth at 2
* Max-cap violations at 0
* Initial DRC count at 24
* Clock Latency Late Sink at 240 ps
* Worst slew pin tran at between 200 and 250 ps
* Distinct lib cells used at 20
* Mapped cell area at 628 µm²
* Setup bufs post-CTS at 0
* Die W at 86 µm
* Antenna violations before repair at 0
* Share of cells above drive strength 1 at 0.121
* Slowest library cell on the worst path: clkdlybuf4s50_1
* ANT cells at 0
* Warnings, synthesis at 1
* DR DRC count at 0
* Post-Place Worst Slack at -146 ps
* DRT Wirelength at 1230 µm
* Delay of the slowest cell on the worst path at 460 ps
* First-pass GRT wire length at 1950 µm
* Log Warnings at 25
* Number of synthesized flops with an enable pin at 0
* Fin util at 0.242
* Buffers on Ports at 21
* Fin crit share at 0.935
* I/O Pins at 22
* Yosys stat area at 628 µm²
* Htree depth at 1
* Yosys stat cell total at 61
* Post-Syn Instances at 61
* Core ar. at roughly 0.0041 mm²
* Worst Setup Start Kind: flip-flop
* Unrepaired setup endpoints after global routing: no
* GRT Residual Overflow at 0
* CTS Sinks at 18
* CTS tree: done
* TritonCTS Buffers at 3
* Hold Vio Cnt, Final at 0
* Vias per cell at 3.29
* PwrDens at 1120 mW/mm²
* Slew HR at 0.859
* Max IR drop VDD at 0.000465 V
* Placed inst area at 942 µm²
* Floorplan Utilization at 0.153
* Layout fillers at 437
* Setup violators final at 0
* Router iterations before antenna repair at 4
* DR WL/cell at about 8.7 µm
* DIE AREA at between 0.007 and 0.008 mm²
* Flops & latches, synth at 18
## logic make-up (layout without fill, tap and decap cells)
| kind of cell | count (synthesis) | count (layout) | share of synthesized area |
|---|---|---|---|
| adders and majority gates | 2 | 2 | 0.0398 |
| xor gates and xnor gates | 9 | 9 | 0.126 |
| AOI/OAI and AO/OA | 5 | 5 | 0.0438 |
| buffers and inverters | 2 | 32 | 0.0119 |
| DFF | 18 | 18 | 0.574 |
| and+or+nand+nor | 25 | 25 | 0.205 |
## cell usage after synthesis (all sizes together), types with 2 or more instances
cell,instances,area [µm²]
o21ai,2,10.0
xnor2,3,26.3
nand2b,2,12.5
xor2,6,52.6
nand3,5,30.0
ha,2,25.0
nor2b,2,12.5
or3,2,12.5
dfxtp,18,360
nand2,4,15.0
a21oi,2,10.0
nor2,6,22.5
## worst paths after layout
check / to / startpoint / slack [ps] / cells past startpoint
max reg2reg: data_o[6] / data_reg[0] / 210 / 4
min reg2reg: valid_o / valid_i_reg / 440 / 1
max: valid_o / valid_o / 90 / 1
min: valid_o / valid_i_reg / 440 / 1
## layout make-up
class / instances / area [µm²] / area share
repair buffers: 27 / 254 / 0.255
inverters: 1 / 3.75 / 0.00377
flip-flops and latches: 18 / 360 / 0.362
clock buffers: 4 / 55.1 / 0.0553
multi-input cells: 41 / 260 / 0.261
well taps: 50 / 62.6 / 0.0628
## placed cells by master, fill, tap and decap left out, types with 2 or more instances in the layout
cell type	instances
clkdlybuf4s50_1	20
dfxtp_1	18
xor2_1	6
nor2_1	6
buf_4	6
nand2_1	4
nand3_1	4
clkbuf_8	4
xnor2_1	3
nand2b_1	2
o21ai_0	2
or3_1	2
a21oi_1	2
nor2b_1	2
ha_1	2
## metal layers
layer  vias to the layer above  global-route usage  wire, µm
met3                         0              0.0267       170
met5                         -                   0         0
met1                       185              0.0436       671
li1                        260                   -         -
met2                        19              0.0379       390
met4                         0             0.00150         0
## where the power goes
part,switching (W),internal [W],total (W)
Clock,0.000145,0.000249,0.000394
Combinational,0.0000455,0.0000998,0.000145
Sequential,0.0000218,0.000553,0.000575
Total,0.000213,0.000902,0.00111
## stage by stage
step / total power, W / hold WS (ps) / TNS (ps)
floorplan: 0.000627 / 308 / 0
global placement: 0.000732 / 429 / -224
detailed placement: 0.000734 / 433 / -235
CTS: 0.00113 / 446 / 0
global route: 0.00117 / 447 / 0
finish: 0.00111 / 441 / 0
## what timing repair did
| action | in CTS | in global routing |
|---|---|---|
| hold buffers | 0 | 0 |
| gates resized | 1 | 0 |
| setup endpoints to repair | 1 | 0 |
No activity file was given, so power comes from the tool's default toggle rates.
