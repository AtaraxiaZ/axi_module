==> flow/design.v <==
`timescale  1ns/1ps
module axi_module_ready #(
    parameter DWIDTH = 8
)
(
    input                   aclk_i,
    input                   areset_i,
    input                   ready_i,
    output                  valid_o,
    output  [DWIDTH-1:0]    data_o,
    output                  ready_o,
    input                   valid_i,
    input  [DWIDTH-1:0]     data_i   
);
reg [DWIDTH-1:0]    expansion_data_reg;
reg                 expansion_valid_reg;
reg                 ready_i_reg;
reg [DWIDTH-1:0]    data_reg;
reg                 valid_reg;
assign  ready_o = ~expansion_valid_reg;
assign  data_o  = expansion_valid_reg ? expansion_data_reg : data_reg;
assign  valid_o = expansion_valid_reg | valid_reg;
always @(posedge aclk_i) begin
    if(areset_i) begin
        data_reg            <= 'd0;
        valid_reg           <= 'd0;
        expansion_data_reg  <= 'd0;
        expansion_valid_reg <= 'd0;
    end
    else begin
        if(ready_o) begin
            data_reg    <= data_i + 1'b1;
            valid_reg     <= valid_i;
            if(~ready_i) begin
                expansion_data_reg  <= data_reg;
                expansion_valid_reg <= valid_reg;
            end
        end
        if(ready_i)
            expansion_valid_reg <= 'd0;
    end
end
endmodule
==> flow/run.sh <==
#!/bin/bash
# OpenROAD 26Q1-2900-gdf79404cd8, Yosys 0.63+post, stock flow scripts
make -C /OpenROAD-flow-scripts/flow DESIGN_CONFIG=/design/flow/config.mk WORK_HOME=/design/flow/orfs finish
==> flow/config.mk <==
export PLATFORM = sky130hd
export DESIGN_NAME = axi_module_ready
export DESIGN_NICKNAME = axi_module_ready
export VERILOG_FILES = /design/flow/design.v
export SDC_FILE = /design/flow/constraint.sdc
export NUM_CORES = 4
export LEC_CHECK = 1
export CORE_AREA = 10 10 87 87
export DIE_AREA = 0 0 97 97
==> flow/constraint.sdc <==
current_design axi_module_ready

set clk_period 2.1
set clk_io_pct 0.2

create_clock -name clk0 -period $clk_period [get_ports {aclk_i}]

set non_clock_inputs [all_inputs -no_clocks]
set_input_delay [expr $clk_period * $clk_io_pct] -clock clk0 $non_clock_inputs
set_output_delay [expr $clk_period * $clk_io_pct] -clock clk0 [all_outputs]
==> notes.md <==
Physical implementation.

- The leading register cell type out of synthesis is dfxtp_1.
- The type recorded for the worst min-delay path is reg2reg.
- The floorplan step set the die width to 97 um.
- The detail route stage leaves a number of antenna-violating nets equal to 0.
- The netlist uses 26 different library cells.
- The report puts the hold buffer count at CTS at 0.
- In this run the VDD rail shows a maximum IR drop of 220 uV.
- The last timing report of the flow puts the setup violation total at 0.
- The post-cts repair resize count is 0.
- In this run, CTS created clock tree buffers numbering 3.
- The initial antenna violation count came to 0.
- The post-CTS setup buffer count is 0.
- Setup repair after global routing left no endpoint under its margin.
- The share of synthesized area in the top cell type comes to 0.424.
- The maximum frequency from static timing analysis is a little over 0.5 GHz.
- The number of vias in the routed layout is between 700 and 800.
- The post-synthesis cell type with the largest instance count is dfxtp_1.
- The number of DRC markers in iteration 0 is 43.
- The floorplan has 27 rows.
- The fraction of the yosys area taken by sequential cells is 0.424.
- Headroom to the max-slew limit came out at 0.689.
- The remaining design rule violation count is 0.
- In this run the number of H-tree levels came out at 1.
- The number of optimization iterations in the first detailed-route pass is 4.
- The startpoint type of the worst setup path is a flop.
- In this run the cell area of the synthesized design comes to between 800 and 900 um2.
- The number of max-slew violations in the final report is 0.
- The buffer cell driving the clock tree root is clkbuf_8.
- The type of destination of the critical path is an output pin.
- The final-layout setup total negative slack is 0 ps.
- The share of the cycle needed by the critical path after routing is 0.941.
- The largest fanout on the critical path is 31.
- Per the OpenROAD floorplan log, the area of the die is between 0.009 and 0.01 mm2.
- The cell type of the slowest stage on the worst timing path is clkdlybuf4s50_1.
- The uppermost signal routing layer after detailed routing is met4.
- The total track usage is 0.0432.
- The cell accounting for the most synthesized area is dfxtp_1.
- Setup slack on the critical path of the routed design comes to 125 ps.
- The power per cell area is ~610 mW/mm2.
- The clock tree skew after final layout is 0.796 ps.
- The slew of the pin with the lowest slew margin is 465 ps.
- Data on the critical path arrives at its endpoint at ~1600 ps.
- The minimum clock period after layout is between 1500 and 2000 ps.
- Warnings reported by Yosys during synthesis add up to 1.
- The average wire length per cell after detail routing is between 10 and 15 um.
- TritonCTS built the clock tree.
- The remaining global-route overflow is 0.
- Per STA, the highest per-stage delay on the worst path measures 410 ps.
- The sum of buffers and inverters on the critical path is 2.
- STA puts the critical path data required time at ~1700 ps.
- STA on the placed design reports a worst setup slack of between 200 and 300 ps.
- The layout overhead on the synthesized area is 42.2%.
- Per STA, the worst path accumulates the most delay in the family buffers and inverters.
- The wire length reported by the detailed router is ~2100 um.
- The via count of the first global-routing pass is ~750.
- In this run the vertical extent of the chip is a little under 100 um.
- Per the layout report, the design carries slightly above 600 filler cells.
- The maximum number of pins on one net before global-route repair is 32.
- The maximum buffer depth of the clock tree is 2.
- OpenROAD emitted warnings numbering 25.
- The commonest cells after synthesis are dfxtp_1, nand2_1, o21ai_0.
- The placement summary gives the final routability congestion estimate as ~0.76.
- According to the floorplan report, the placeable core area is around 0.0056 mm2.
- In the floorplan report the effective utilization is 0.151.
- Per the final layout report, the fraction of cells sized above drive strength 1 comes to 0.130.
- The wire length of the first global-routing pass is 3540 um.
- The half-perimeter wire length after detailed placement is around 1600 um.
- Buffers placed on the I/O ports in this run total 21.
- The cell count listed in synth_stat.txt is ~100.
- The synthesized area per cell is 8.42 um2.
- The detailed router reports a met2 wire length of approximately 860 um.
- The number of vias per cell is 3.84.
- The type of the worst setup path is reg2out.
- The leakage power in the latest report is roughly 0.44 nW.
- The met3 layer wire length in the routed design is 141 um.
- The number of violations of the max-capacitance limit is 0.
- The clock network latency to the later pin of the worst-skew pair is 240 ps.
- The cell count after synthesis is approximately 100.
- For this run, asynchronously set or reset flops after synthesis account for 0.
- The length of routed wiring on met1 is ~1100 um.
- The total number of clock tree sinks is 18.
- The flow ran to the end, and the final reports show no timing, DRC or antenna violations.
- Counting flops and latches in the post-synthesis netlist gives 18.
- The signal on the critical path passes through buf_12 -> mux2_2 -> clkdlybuf4s50_1.
- The synthesized design contains 0 enable-type register cells.
- The synthesis report lists the most area-consuming cells as dfxtp_1, o21ai_0, mux2_2.
- The diode insertion count for antenna repair is 0.
- The count of boundary I/O pins is 22.
- The total cell area reported by yosys after synthesis is around 850 um2.
- The timing report gives the clock slew at the launch and capture registers of the worst setup and hold paths as 60 ps.
- The final tally of hold violations is 0.
-- tightest hold or removal path: stages (launching register included) --
cell and delay [ps]:
dfxtp_1 310, nand2_1 50, a21oi_1 50
-- layer usage --
metal / GRT usage / vias to the layer above
met2: 0.0608 / 22
met1: 0.0633 / 329
met3: 0.0136 / 2
met4: 0.00676 / 0
met5: 0 / -
li1: - / 396
-- worst paths after layout --
kind / slack, ps / startpoint / cells past startpoint / endpoint
max: 120 / expansion_valid_reg$_SDFF_PP0_ / 3 / data_o[5]
max reg2reg: 900 / expansion_valid_reg$_SDFF_PP0_ / 4 / data_reg[6]$_SDFFE_PP0N_
min reg2reg: 450 / data_reg[6]$_SDFFE_PP0N_ / 2 / expansion_data_reg[6]$_SDFFE_PP0P_
min: 450 / data_reg[6]$_SDFFE_PP0N_ / 2 / expansion_data_reg[6]$_SDFFE_PP0P_
-- layout by cell type (no fill, tap or decap), types with 3 or more instances in the layout --
cell type         n
clkbuf_8          3
buf_4             3
dfxtp_1          18
xor2_1            3
inv_1             4
nand2_1          14
o21ai_0          13
nor2_1            7
clkdlybuf4s50_1  21
a21oi_1          11
mux2_2            5
-- final cells by class --
class                   instances  area, um2  share of cell area
clock buffers                   3       41.3              0.0341
inverters                       4       15.0              0.0124
multi-input cells              73        450               0.372
flip-flops and latches         18        360               0.298
well taps                      72       90.1              0.0745
repair buffers                 25        253               0.209
-- report_power, final --
| group | internal, mW | switching (mW) | total [mW] |
|---|---|---|---|
| registers | 0.362 | 0.0110 | 0.373 |
| logic | 0.0786 | 0.0556 | 0.134 |
| clock network | 0.127 | 0.102 | 0.229 |
| total | 0.568 | 0.169 | 0.737 |
-- per-stage QoR --
step                      hold WS (ps)  instance area, um2  total power, mW   util  cells
after floorplan                    432                 851            0.437      -    101
after global routing               473                1210            0.777  0.214    195
after CTS                          452                1210            0.749  0.214    195
final                              452                1210            0.737  0.214    195
after global placement             436                1170            0.517  0.207    192
after detailed placement           442                1170            0.517  0.207    192
-- cells by family (layout without fill, tap and decap cells) --
family / count (synthesis) / in the layout / synth area share
simple gates: 31 / 31 / 0.181
compound gates: 31 / 31 / 0.213
fa+ha+maj: 1 / 1 / 0.0147
mux: 7 / 7 / 0.0897
xor+xnor: 3 / 3 / 0.0309
buf+inv: 10 / 32 / 0.0470
flops: 18 / 18 / 0.424
Power and IR drop assume default switching activity.
